--- /design/flow/run.sh ---
#!/bin/bash
# OpenROAD 26Q1-2900-gdf79404cd8, Yosys 0.63+post, stock flow scripts
make -C /OpenROAD-flow-scripts/flow DESIGN_CONFIG=/design/flow/config.mk WORK_HOME=/design/flow/orfs finish
--- /design/flow/config.mk ---
export PLATFORM = sky130hd
export DESIGN_NAME = top
export DESIGN_NICKNAME = top
export VERILOG_FILES = /design/flow/design.v
export SDC_FILE = /design/flow/constraint.sdc
export NUM_CORES = 4
export LEC_CHECK = 1
export CORE_AREA = 10 10 72 72
export DIE_AREA = 0 0 82 82
--- /design/flow/constraint.sdc ---
current_design top

set clk_period 2.0
set clk_io_pct 0.2

create_clock -name clk0 -period $clk_period [get_ports {clk}]

set non_clock_inputs [all_inputs -no_clocks]
set_input_delay [expr $clk_period * $clk_io_pct] -clock clk0 $non_clock_inputs
set_output_delay [expr $clk_period * $clk_io_pct] -clock clk0 [all_outputs]
--- /design/flow/design.v ---
module comparator
#(parameter width = 4)(
output is_equal,
input [width-1:0] data_in1,
input [width-1:0] data_in2);
assign is_equal = (data_in1 === data_in2)? 1'b1:1'b0;
endmodule
`timescale 1ns/1ns
module controller(output reg out,
output reg reset,
output reg preset,
output reg en,
output reg up_down,
output reg fail,
output reg read,
output reg write,
output reg done,
input clk,
input rst,
input start,
input carry,
input is_equal
);
reg [2:0] state, next_state;
parameter [2:0] RST = 3'b000,
                 W0 = 3'b001,
                 R0 = 3'b010,
                 W1 = 3'b011,
                 R1 = 3'b100;
always@( posedge clk or posedge rst)
begin
	if(rst)begin
		state <= RST;
	end
	else begin
	        state <= next_state;
	end
end
always@(state)
begin
	case(state)
		RST:begin
			out     = 0;
			reset   = 1;
			preset  = 0;
                        en      = 0;
			up_down = 0; 
                        fail    = 0;
			read    = 0;
			write   = 0;
                        done    = 0;
		end
		W0:begin
			out     = 0;
			reset   = 0;
			preset  = 0;
                        en      = 1;
			up_down = 1; 
                        fail    = 0;
			read    = 0;
			write   = 1;
                        done    = 0;
		end
		R0:begin
			out     = 0;
			reset   = 0;
			preset  = 0;
                        en      = 1;
			up_down = 0; 
			read    = 1;
			write   = 0;
                        done    = 0;
		end
		W1:begin 
			out     = 1;
			reset   = 0;
			preset  = 0;
                        en      = 1;
			up_down = 1; 
                        fail    = 0;
			read    = 0;
			write   = 1;
                        done    = 0;
		end
		R1:begin
			out     = 1;
			reset   = 0;
			preset  = 0;
                        en      = 1;
			up_down = 1; 
			read    = 1;
			write   = 0;
                        done    = 1;
		end
	endcase
end
always@(*)
begin
	case(state)
		RST:begin
			if(start == 1)begin
				next_state = W0;
			end
			else begin
				next_state = RST;
			end
		end
		W0:begin
			if(carry == 1)begin
				next_state = R0;
			end
			else begin
				next_state = W0;
			end
		end
		R0:begin
			if(carry == 1)begin
				next_state = W1;
			end
			else begin
				next_state = R0;
			end
		end
		W1:begin
			if(carry == 1)begin
				next_state = R1;
			end
			else begin
				next_state = W1;
			end
		end
		R1:begin
			if(carry == 1)begin
				next_state = RST;
			end
			else begin
				next_state = R1;
			end
		end
	endcase
end
always@(*)
begin
if(state == R0 || state == R1 )
begin
	if(is_equal)
	begin
		fail = 0;
	end
	else begin
		fail = 1;
	end
end	
end
endmodule
module memory
#(parameter a_width = 4,
parameter width = 4)
(inout [width-1:0] data_out_in,
	input read,
	input write,
	input [a_width-1:0] address,
	input clk
	);
reg [width-1:0] memory [((1<< a_width)-1):0];
always@(posedge clk )
begin
	 if(write)
		memory[address] <= data_out_in;
end
assign data_out_in = (read)?(memory[address]):{width{1'bz}};
endmodule
module address_generator
#(parameter a_width = 4)
(
	output reg [a_width-1:0] address,
	output reg carry,
	input clk,
	input reset,
	input preset,
	input en,
	input up_down);
always@(posedge clk)
begin
	carry <= 0;
	if(reset)begin
		address <=0;
	end 
	else if (preset)begin
		address <= { a_width{1'b1}};
	end 
	else if(en && up_down)begin
		address <= address + 1;    
		if(address == {a_width{1'b1}}-1)
		begin
			carry <= 1;
		end
	end
	else if (en && ~up_down)begin
		address <= address - 1;
		if(address == 1)begin
			carry <= 1;
		end
	end
end
endmodule
module data_generator
#(parameter width = 4)(
inout [width-1:0] data_out,
input write,
input data_in,
output [width-1:0] data_comp);
assign data_out =(write)? {width{data_in}}:{width{1'bz}};
assign data_comp = data_out;
endmodule
module top(output fail,
output done,
input clk,
input rst,
input start);
parameter a_width = 4;
parameter width = 4;
wire [a_width-1:0] address;
wire reset;
wire preset;
wire en;
wire up_down;
wire carry;
wire read;
wire write;
wire [width-1:0] data_out;
wire [width-1:0] data_in;
wire is_equal;
wire in;
wire [width-1:0] data_comp;
address_generator #(.a_width(a_width)) add_gen(
.clk(clk),
.reset(reset),
.address(address),
.preset(preset),
.en(en),
.up_down(up_down),
.carry(carry));
controller cont(.clk(clk),
.reset(reset),
.preset(preset),
.en(en),
.up_down(up_down),
.out(out),
.fail(fail),
.read(read),
.write(write),
.done(done),
.rst(rst),
.start(start),
.carry(carry),
.is_equal(is_equal));
memory #(.a_width(a_width), .width(width)) mem(
.data_out_in(data_out),
.read(read),
.write(write),
.address(address),
.clk(clk)
);
comparator comp(.data_in1(data_comp),
.data_in2(data_out),
.is_equal(is_equal));
data_generator #(.width(width)) data_gen(.data_in(out),
.data_out(data_out),.write(write), .data_comp(data_comp));
endmodule
==> reports/qor.yml <==
routing:
  drtAntennaViolNets: 0
  drt_pre_antenna_iters: 3
  wl_um: 965
  antenna_cells: 0
  vias_per_cell: 3.63
  drc: 0
  wl_per_cell_um: 8.39
  via_count: 417
  drt_iter0_drc: 6
timing:
  fin_setup_tns_ns: 0
  rsz0062_at_grt: "no"
  hold_violations: 0
  layout_min_cycle_time_ns: 1.53
  skew_ns: 0.00173
  worst_slack_ns: 0.468
  finalSetupViolCount: 0
  untimed_endpoints: 11
  drv_slew: 0
  fmax_mhz: 653
  unclocked_regs: 7
  finalClockPeriodUsage: 0.766
setup_path:
  end_kind: "flop"
  start_kind: "flop"
  cp.required_ns: 2.11
  cp_slowest_stage_delay_ns: 0.53
  crit_type: "flop to flop"
  crit_path_max_fanout: 6
  r2r_slack_ns: 0.47
  slowest_stage: "or4_1"
  arrival_ns: 1.64
  path_cells: "or4_1 > a21oi_1 > mux2_1"
worst_hold_path:
  hold_class: "input pin to asynchronous set/reset pin"
cts:
  path_clk_slew_ns: 0.04
  cts_setup_buffers: 0
  clk_path_buf_depth: 2
  clk_latency_ns: 0.23
  cts.htree.levels: 1
  tritoncts: "yes"
  postCtsHoldBufs: 0
  post_cts_resized: 0
  cts_root_buf: "clkbuf_8"
  cts_buffers: 3
floorplanning:
  fp.dieArea_sq_mm: 0.00672
  num_rows: 22
  die_h_um: 82
  fp_util: 0.157
  ios: 5
  fp.dieW_um: 82
  core-area_sq_mm: 0.00369
global_route:
  grt_max_degree: 10
  antenna_found_initial: 0
  grt-ovfl-total: 0
  grt_use_total: 0.0311
  grt_pass1_vias: 410
  grt_pass1_wl_um: 1680
yosys:
  area_leaders: "dlxtn_1 18%, dfxtp_1 17%, dfrtp_1 13%, ha_1 8.6%, inv_1 4.5%"
  post_synth.cell_area_avg_sq_um: 9.36
  edf_count: 0
  synth_area_sq_um: 581
  ys_area_sq_um: 581
  ys_warn_count: 12
  yosys.area.top_type: "dlxtn_1"
  async_reset_ff_frac: 0.200
  common_cells: "7 x dlxtn_1, 7 x inv_1, 7 x nor2_1"
  synth_cell_types: 27
  ys_cells: 62
  synth_flops: 15
  synthCells: 62
  synth_top_flop_cell: "dlxtn_1"
  netlist.area_leader.share: 0.181
placement:
  pre_cts_slack_ns: 0.480
  portBuffers: 3
  post-dp-hpwl_um: 757
  place_congestion: 0.738
run_status:
  status: "finished, final reports clean"
layout:
  area_delta_synth_final_pct: 21.3
  layout-drive-gt1-share: 0.0597
flow_run:
  warnings: 28
  drv_cap: 0
power:
  p_per_area_mw_per_mm2: 525
  ir_drop_v: 0.000185
  power.leakage_uw: 0.000333
[metal layers]
metal,track usage,share of wire
met1,0.0399,0.48
met3,0.0198,0.093
met5,0,0
met4,0.00340,0.0062
met2,0.0447,0.42
[metrics by stage]
step | hold slack [ns] | util | total power, uW | std cells | cell area (sq um)
finish | 0.339 | 0.191 | 370 | 115 | 704
global route | 0.341 | 0.191 | 389 | 115 | 704
CTS | 0.342 | 0.191 | 375 | 115 | 704
detailed placement | 0.539 | 0.179 | 170 | 111 | 659
global placement | 0.511 | 0.179 | 170 | 111 | 659
floorplan | 0.154 | - | 167 | 62 | 581
[kinds of logic (layout without fill, tap and decap cells)]
family          Yosys count  count (layout)  share of synthesized area
buf+inv                   9              14                     0.0647
compound gates            9               9                      0.103
flops                     8               8                      0.302
simple gates             18              18                      0.157
mux                       3               3                     0.0539
latches                   7               7                      0.181
other cells               1               1                    0.00646
xor+xnor                  3               3                     0.0453
fa+ha+maj                 4               4                     0.0862
[final timing paths]
path	start	endpoint	depth (start not counted)
max	add_gen.address[0]	add_gen.address[3]	3
min reg2reg	add_gen.address[2]	add_gen.address[2]	2
min	rst	cont.state[1]	2
max reg2reg	add_gen.address[0]	add_gen.address[3]	3
max in group asynchronous	rst	cont.state[0]	2
min in group clk0	add_gen.address[2]	add_gen.address[2]	2
[area by class of cell]
cell class | instances | area, sq um
Fill cell | 410 | 2980
Sequential cell | 15 | 280
Multi-Input combinational cell | 38 | 263
Tap cell | 48 | 60.1
Clock buffer | 4 | 45.0
Timing Repair Buffer | 3 | 30.0
Inverter | 7 | 26.3
[flip-flops by register name (all words and copies together), names as in the netlist]
register / flops
add_gen.address: 4
add_gen.carry: 1
cont.done: 1
cont.en: 1
cont.next_state: 3
cont.reset: 1
cont.state: 3
cont.up_down: 1
[cell usage in the layout, fill, tap and decap left out, drive strengths merged, types with 2 or more instances in the layout]
cell           Yosys  final
a21oi              2      2
clkbuf             1      4
clkdlybuf4s50      0      3
dfrtp              3      3
dfxtp              5      5
dlxtn              7      7
ha                 4      4
inv                7      7
mux2i              2      2
nand2              2      2
nor2               7      7
nor2b              2      2
nor3               2      2
o21ai              3      3
xnor2              2      2
[power breakdown]
part           total [uW]  internal (uW)  switching, uW
Clock                 202            138           64.2
Sequential            161            161        0.00345
Combinational        6.36           4.16           2.20
[critical path, delay by kind of cell, from the launching register on]
family / cells / cell delay, ns
AOI/OAI and AO/OA: 1 / 0.20
DFF: 1 / 0.36
muxes: 1 / 0.33
and+or+nand+nor: 1 / 0.53
Power and IR drop assume default switching activity.
